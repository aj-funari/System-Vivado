## ./design.v

```verilog
`timescale 1ns / 1ps
module ElevCtrl(
    input        clk,  
    input        rst,  
    input [3:0]  floorBtn,  
    output logic [1:0] floorSel,
    output logic       door
);
enum { STATE1_OPEN, STATE1_CLOSE, STATE2_OPEN, STATE2_CLOSE, STATE3_OPEN,
       STATE3_CLOSE, STATE4_OPEN, STATE4_CLOSE } state, nextState;
logic [3:0] floorSave, nextFloorSave;
always_ff @(posedge clk) begin
    if (rst) begin
        state <= STATE1_OPEN;  
        floorSave <= 4'h0; end
    else begin
        state <= nextState;
        floorSave <= nextFloorSave; end
end
always_comb begin
    nextState = state;
    nextFloorSave = floorSave;
    floorSel = 2'b00;
    door = 1'h1;
    case(state)
        STATE1_CLOSE: begin floorSel = 2'b00; door = 1'h0;  
                      if (floorSave == 4'b0001) begin
                      nextState = STATE1_OPEN; 
                      nextFloorSave = floorSave; end
                      else if (floorSave == 4'b0010) begin
                      nextState = STATE2_CLOSE;
                      nextFloorSave = floorSave; end
                      else if (floorSave == 4'b0100) begin
                      nextState = STATE2_CLOSE;
                      nextFloorSave = floorSave; end 
                      else if (floorSave == 4'b1000) begin
                      nextState = STATE2_CLOSE;
                      nextFloorSave = floorSave; end end
        STATE2_CLOSE: begin floorSel = 2'b01; door = 1'h0;  
                      if (floorSave == 4'b0001) begin
                      nextState = STATE1_CLOSE; 
                      nextFloorSave = floorSave; end
                      else if (floorSave == 4'b0010) begin
                      nextState = STATE2_OPEN; 
                      nextFloorSave = floorSave; end
                      else if (floorSave == 4'b0100) begin
                      nextState = STATE3_CLOSE;
                      nextFloorSave = floorSave; end 
                      else if (floorSave == 4'b1000) begin
                      nextState = STATE3_CLOSE; 
                      nextFloorSave = floorSave; end end
        STATE3_CLOSE: begin floorSel = 2'b10; door = 1'h0;  
                      if (floorSave == 4'b0001) begin
                      nextState = STATE2_CLOSE; 
                      nextFloorSave = floorSave; end
                      else if (floorSave == 4'b0010) begin
                      nextState = STATE2_CLOSE; 
                      nextFloorSave = floorSave; end
                      else if (floorSave == 4'b0100) begin
                      nextState = STATE3_OPEN;
                      nextFloorSave = floorSave; end 
                      else if (floorSave == 4'b1000) begin
                      nextState = STATE4_CLOSE; 
                      nextFloorSave = floorSave; end end
        STATE4_CLOSE: begin floorSel = 2'b11; door = 1'h0;  
                      if (floorSave == 4'b0001) begin
                      nextState = STATE3_CLOSE; 
                      nextFloorSave = floorSave; end
                      else if (floorSave == 4'b0010) begin
                      nextState = STATE3_CLOSE; 
                      nextFloorSave = floorSave; end
                      else if (floorSave == 4'b0100) begin
                      nextState = STATE3_CLOSE;
                      nextFloorSave = floorSave; end 
                      else if (floorSave == 4'b1000) begin
                      nextState = STATE4_OPEN; 
                      nextFloorSave = floorSave; end end
        STATE1_OPEN:  begin floorSel = 2'b00; door = 1'h1;  
                      if (floorSave == 4'b0001) begin
                      nextState = STATE1_OPEN;
                      nextFloorSave = 0; end
                      else if (floorSave == 4'b0010) begin
                      nextState = STATE1_CLOSE; 
                      nextFloorSave = floorSave; end
                      else if (floorSave == 4'b0100) begin
                      nextState = STATE1_CLOSE; 
                      nextFloorSave = floorSave; end 
                      else if (floorSave == 4'b1000) begin
                      nextState = STATE1_CLOSE; 
                      nextFloorSave = floorSave; end
                      else begin
                      door = 1'h1; nextState = STATE1_OPEN;
                      nextFloorSave = 0;
                      if (floorBtn == 4'b0010) begin
                      nextState = STATE1_CLOSE; 
                      nextFloorSave = floorBtn; end
                      else if (floorBtn == 4'b0100) begin
                      nextState = STATE1_CLOSE; 
                      nextFloorSave = floorBtn; end
                      else if (floorBtn == 4'b1000) begin
                      nextState = STATE1_CLOSE;
                      nextFloorSave = floorBtn; end end end 
        STATE2_OPEN:  begin floorSel = 2'b01; door = 1'h1;  
                      if (floorSave == 4'b0001) begin
                      nextState = STATE2_CLOSE; 
                      nextFloorSave = floorSave; end
                      else if (floorSave == 4'b0010) begin
                      nextState = STATE2_OPEN; 
                      nextFloorSave = 0; end
                      else if (floorSave == 4'b0100) begin
                      nextState = STATE2_CLOSE; 
                      nextFloorSave = floorSave; end 
                      else if (floorSave == 4'b1000) begin
                      nextState = STATE2_CLOSE; 
                      nextFloorSave = floorSave; end
                      else begin
                      door = 1'h1; nextState = STATE2_OPEN;
                      nextFloorSave = 0;
                      if (floorBtn == 4'b0001) begin
                      nextState = STATE2_CLOSE;
                      nextFloorSave = floorBtn; end
                      else if (floorBtn == 4'b0100) begin
                      nextState = STATE2_CLOSE;
                      nextFloorSave = floorBtn; end
                      else if (floorBtn == 4'b1000) begin
                      nextState = STATE2_CLOSE;
                      nextFloorSave = floorBtn; end end end
        STATE3_OPEN:  begin floorSel = 2'b10; door = 1'h1;  
                      if (floorSave == 4'b0001) begin
                      nextState = STATE3_CLOSE; 
                      nextFloorSave = floorSave; end
                      else if (floorSave == 4'b0010) begin
                      nextState = STATE3_CLOSE; 
                      nextFloorSave = floorSave; end
                      else if (floorSave == 4'b0100) begin
                      nextState = STATE3_OPEN;
                      nextFloorSave = 0; end 
                      else if (floorSave == 4'b1000) begin
                      nextState = STATE3_CLOSE; 
                      nextFloorSave = floorSave; end
                      else begin
                      door = 1'h1; nextState = STATE3_OPEN;
                      nextFloorSave = 0;
                      if (floorBtn == 4'b0001) begin
                      nextState = STATE3_CLOSE;
                      nextFloorSave = floorBtn; end
                      else if (floorBtn == 4'b0010) begin
                      nextState = STATE3_CLOSE;
                      nextFloorSave = floorBtn; end
                      else if (floorBtn == 4'b1000) begin
                      nextState = STATE3_CLOSE;
                      nextFloorSave = floorBtn; end end end
        STATE4_OPEN:  begin floorSel = 2'b11; door = 1'h1;  
                      if (floorSave == 4'b0001) begin
                      nextState = STATE4_CLOSE;
                      nextFloorSave = floorSave; end
                      else if (floorSave == 4'b0010) begin
                      nextState = STATE4_CLOSE; end
                      else if (floorSave == 4'b0100) begin
                      nextState = STATE4_CLOSE; end 
                      else if (floorSave == 4'b1000) begin
                      nextState = STATE4_OPEN; 
                      nextFloorSave = 0; end
                      else begin
                      door = 1'h1; nextState = STATE4_OPEN;
                      nextFloorSave = 0;
                      if (floorBtn == 4'b0001) begin
                      nextState = STATE4_CLOSE;
                      nextFloorSave = floorBtn; end
                      else if (floorBtn == 4'b0010) begin
                      nextState = STATE4_CLOSE;
                      nextFloorSave = floorBtn; end
                      else if (floorBtn == 4'b0100) begin
                      nextState = STATE4_CLOSE;
                      nextFloorSave = floorBtn; end end end 
    endcase
end
endmodule
```

## ./run.sh

```bash
#!/bin/bash
# OpenROAD 26Q1-2900-gdf79404cd8, Yosys 0.63+post, stock flow scripts
make -C /OpenROAD-flow-scripts/flow DESIGN_CONFIG=/design/flow/config.mk WORK_HOME=/design/flow/orfs finish
```

## ./config.mk

```make
export PLATFORM = sky130hd
export DESIGN_NAME = ElevCtrl
export DESIGN_NICKNAME = ElevCtrl
export VERILOG_FILES = /design/flow/design.v
export SDC_FILE = /design/flow/constraint.sdc
export NUM_CORES = 4
export LEC_CHECK = 1
export CORE_AREA = 10 10 81 81
export DIE_AREA = 0 0 91 91
```

## ./constraint.sdc

```tcl
current_design ElevCtrl

set clk_period 2.6
set clk_io_pct 0.2

create_clock -name clk0 -period $clk_period [get_ports {clk}]

set non_clock_inputs [all_inputs -no_clocks]
set_input_delay [expr $clk_period * $clk_io_pct] -clock clk0 $non_clock_inputs
set_output_delay [expr $clk_period * $clk_io_pct] -clock clk0 [all_outputs]
```

==> results.toml <==
# generated from flow reports
[critical_path]
crit_start = "state[3]$_DFF_P_"
cp.depth = 2
cp_data_required_time_ps = 2080
crit_path_top_delay_cell = "or4_1"
end_kind = "output port"
r2r-end = "state[7]$_DFF_P_"
path_delay_family = "simple AND/OR/NAND/NOR gates"
critical-path-max-stage-delay_ps = 540
endpoint = "floorSel[0]"
reg2reg_from = "floorSave[1]$_SDFFE_PP0P_"
cp-start-kind = "flip-flop"
arrival_ps = 1630
crit_type = "reg -> out"
reg2reg_setup_slack_ps = 680
worst_r2r_path_depth = 5
critPathMaxFanout = 10
cp_num_buf_inv = 1
worstPathCellList = "or4_1, clkdlybuf4s50_1"

[run]
max_cap_viol_count = 0
warnings = 25

[final_timing]
drv_slew = 0
setup-tns-final_ps = 0
worst-slew-pin-transition_ps = 556
final_hold_viol_count = 0
max_slew_margin_pct = 62.9
max_freq_mhz = 466
rsz0062_at_grt = "false"
hold-worst-slack_ps = 520
setup_viol = 0
skew_ps = 1.65
post-route-min-period_ps = 2150
fin_crit_sh_pct = 82.5

[synth]
yosys-top-cells-area = "dfxtp_1, nor2_1, o21ai_0, nand2b_1, mux2i_1"
dominantRegCellSynth = "dfxtp_1"
syn_inst = 145
top_area_cell = "dfxtp_1"
ys_area_um2 = 1090
yosys_warnings = 1
numSynthFlops = 12
synth_seq_share_pct = 22.0
synth_cell_types = 51
netlist_area_um2 = 1090
synthArstFlopShare_pct = 0
yosysTopAreaCellShare_pct = 22.0
most_common_cell = "nor2_1"
yosysCellCount = 145
top_cells_by_count = "nor2_1, dfxtp_1, nand2_1, o21ai_0"
edf_count = 0
syn_avg_cell_area_um2 = 7.53

[die]
chipWidth_um = 91
coreArea_um2 = 4820
pin_count = 9
fp.dieH_um = 91
num_rows = 25
die_area_um2 = 8280
fp_util_pct = 22.7

[global_routing]
grt_pass1_wl_mm = 5.03
overflow = 0
grt_util_all_layers_pct = 6.99
first_global_vias = 1041
grt_antenna_before_repair = 0
grt_start_max_net_pins = 16

[clocking]
clk-insertion-delay-late_ps = 240
cts_tree = "yes"
htree_num_levels = 1
cts-root-buf = "clkbuf_8"
cts_setup_buffers = 0
path_clk_slew_ps = 60
clockBufferDepth = 2
cts_made_buffers = 3
cts_sinks = 12
cts_hold_buf = 0
post_cts_resized = 0

[detailed_routing]
wl_per_cell_um = 13.0
drc = 0
route.antenna.diode_count = 0
routed_wl_mm = 2.83
vias = 1050
first_pass_iters = 4
postRouteAntennaNets = 0
avgViaCountPerCell = 4.84
drt_iter0_drc = 95

[power]
leakagePower_nw = 0.428
power_density_nw_per_um2 = 384
peakVddDrop_mv = 0.244

[layout]
drive_gt1_share_pct = 12.0
fillers = 552
final_area_um2 = 1280
syn_to_final_growth_pct = 16.8

[status]
outcome = "completed"

[placement]
dpl-instance-area_um2 = 1220
dpl.hpwl_mm = 2.13
gp_congestion = 0.899
io_buffers = 8

[min_path]
hold_path.class = "reg -> reg"
hold_path_depth = 2
-- worst register-to-register path: cells and delay by family (launching register included) --
kind | cells | cell delay (ps)
compound gates | 1 | 250
flops | 1 | 670
simple gates | 4 | 890
-- worst min path at each step --
stage | startpoint | end | slack (ps)
5_1_grt | state[4]$_DFF_P_ | state[4]$_DFF_P_ | 540
4_1_cts | state[4]$_DFF_P_ | state[4]$_DFF_P_ | 520
6_report | state[4]$_DFF_P_ | state[4]$_DFF_P_ | 520
-- area by class of cell --
type | count | area [um2] | area share, %
inverter | 2 | 7.51 | 0.588
clock buffer | 4 | 55.1 | 4.31
sequential | 12 | 240 | 18.8
tap | 67 | 83.8 | 6.57
timing repair buffer | 12 | 110 | 8.63
multi-input combinational | 120 | 779 | 61.1
-- cell usage in the layout, fill, tap and decap left out, types with 2 or more instances in the layout --
cell type and instances:
nand2_1 10, buf_4 4, a31oi_1 2, nand3_1 3, nor2b_1 2, a21oi_1 7
o22ai_1 4, or2_1 2, clkbuf_8 4, o21ai_1 6, mux2i_1 4, nor4_1 2
o21ai_0 9, clkdlybuf4s50_1 8, inv_1 2, nand3b_1 2, nand2b_1 7, o2111ai_1 2
o31ai_1 2, nor3_1 7, xor2_1 3, dfxtp_1 12, nor2_1 19
-- metal layers --
layer	track usage, %	wire length (um)	vias to the layer above
met5	0	0	-
met4	1.44	31	0
met3	1.58	163	4
met2	10.6	1250	36
met1	9.92	1390	471
li1	-	-	539
-- per-stage QoR --
step / utilization (%) / setup slack, ps / cells / power [mW]
global route: 26.5 / 359 / 217 / 0.516
detailed placement: 25.4 / 253 / 213 / 0.286
floorplan: - / 778 / 145 / 0.260
CTS: 26.5 / 447 / 217 / 0.497
finish: 26.5 / 454 / 217 / 0.490
global placement: 25.4 / 288 / 213 / 0.287
-- state kept, by name, indices dropped and copies added (netlist names) --
signal,cells
state,8
floorSave,4
-- power breakdown --
group	internal (mW)	total [mW]	switching, mW
clock	0.134	0.207	0.0728
sequential	0.189	0.199	0.0100
combinational	0.0424	0.0840	0.0416
-- cell families after synthesis --
group	count (synthesis)	synth area share, %
buffers and inverters	13	6.64
and+or+nand+nor	66	34.8
xor gates and xnor gates	5	5.73
AOI/OAI and AO/OA	45	27.1
DFF	12	22.0
muxes	4	3.67
No activity file was given, so power comes from the tool's default toggle rates.
