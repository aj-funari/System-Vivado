<file path="/design/flow/run.sh">
#!/bin/bash
# OpenROAD 26Q1-2900-gdf79404cd8, Yosys 0.63+post, stock flow scripts
make -C /OpenROAD-flow-scripts/flow DESIGN_CONFIG=/design/flow/config.mk WORK_HOME=/design/flow/orfs finish
</file>
<file path="/design/flow/design.v">
`timescale 1ns / 1ps
module saturating_counter(
	input   clk,
	input   rst,
	input   enable,
	input   up_down,   
	output logic [1:0] count
	);
enum { STATE_IDLE, STATE_ONE, STATE_TWO, STATE_THREE } state, nextState;
logic [1:0] nextCount;
always_ff @(posedge clk) begin
    if (rst) begin state <= STATE_IDLE; end
    else state <= nextState;
end
always_comb begin
    nextState = state;  
    count = 2'b00;
    case(state)
        STATE_IDLE: begin count = 2'b00;
                    if (enable & up_down)  
                    nextState = STATE_ONE; 
                    else if (enable & ~up_down)
                    nextState = STATE_IDLE; 
                    else nextState = STATE_IDLE; end
        STATE_ONE: begin count = 2'b01;
                   if (enable & up_down) begin  
                   nextState = STATE_TWO;
                   end else if (enable & ~up_down) begin  
                   nextState = STATE_IDLE; end 
                   else nextState = STATE_ONE; end
        STATE_TWO: begin count = 2'b10; 
                   if (enable & up_down) begin  
                   nextState = STATE_THREE;
                   end else if (enable & ~up_down) begin  
                   nextState = STATE_ONE; end end
        STATE_THREE: begin count = 2'b11; 
                     if (enable & ~up_down) begin  
                     nextState = STATE_TWO; end
                     else if (enable & up_down)
                     nextState = STATE_THREE;
                     else nextState = STATE_THREE; end
    endcase end    
endmodule
</file>
<file path="/design/flow/config.mk">
export PLATFORM = sky130hd
export DESIGN_NAME = saturating_counter
export DESIGN_NICKNAME = saturating_counter
export VERILOG_FILES = /design/flow/design.v
export SDC_FILE = /design/flow/constraint.sdc
export NUM_CORES = 4
export LEC_CHECK = 1
export CORE_AREA = 10 10 70 70
export DIE_AREA = 0 0 80 80
</file>
<file path="/design/flow/constraint.sdc">
current_design saturating_counter

set clk_period 1.7
set clk_io_pct 0.2

create_clock -name clk0 -period $clk_period [get_ports {clk}]

set non_clock_inputs [all_inputs -no_clocks]
set_input_delay [expr $clk_period * $clk_io_pct] -clock clk0 $non_clock_inputs
set_output_delay [expr $clk_period * $clk_io_pct] -clock clk0 [all_outputs]
</file>
==> impl_metrics.toml <==
# flow metrics
[run_status]
status = "completed"

[placed_design]
io_buffers = 5
dp.cells = 69
dpl_worst_slack_ps = 306.0
gp_congestion = 0.7120

[logic_synthesis]
synth_flops = 4
syn_area_per_cell_sq_um = 9.285
yosys_warnings = 1
ys_cells = 19
synthDistinctLibCells = 11
syn_inst = 19
yosys_area_sq_um = 176.4
synth_seq_share = 0.4539
netlist_area_sq_um = 176.4

[clocking]
cts-htree-levels = 1
numCtsBuffers = 3
clock_latency_ps = 240
cts_buffer_depth = 2
hold_buffers = 0
cts_sinks = 4
clk_pin_slew_ps = 40
cts_resized = 0
cts_tree = "done"
cts-root-buf = "clkbuf_4"
post-cts-setup-buffers = 0

[layout]
instances_no_fill = 72
final.fill_count = 413
drive_gt1_frac = 0.1923
fin_util = 0.08901
area_growth_pct = 72.34
regMostFlops = "state"
largestRegisters = "state x4"
largest_reg_flops = 4

[grt]
grt-ovfl-total = 0
grt_max_degree = 9
first_global_vias = 177
grt_util_all_layers = 0.01784
grt_pass1_wl_um = 841
antenna_found_initial = 0

[setup_path]
worstPathArrival_ps = 1290
r2r-start = "state[1]"
crit_fanout = 4
worstSetupStartpointType = "flip-flop"
crit_type = "flip-flop to output port"
end_kind = "output port"
critical_path_required_ps = 1360
startpoint = "state[3]"

[power_and_ir_drop]
seqPwrFrac = 0.401
p_comb_frac = 0.135
swShare = 0.2257
power_density_mw_per_mm2 = 859.7
p_leak_nw = 0.1248
vdd_drop_max_uv = 253.6
p_switching_w = 0.00005900
power_frac_clock = 0.463
p_int_w = 0.0002024

[die]
die-width_um = 80
row_count = 21
fp_util = 0.05165
dieArea_sq_mm = 0.006400
ios = 6
dieHeight_um = 80
core_area_sq_mm = 0.003416

[drt]
postRouteAntennaNets = 0
drtIter0Drc = 0
routedWlPerCell_um = 6.444
viasPerCell = 2.264
antennaDiodeCount = 0
wirelength_um = 464
drc = 0
vias = 163
dr.pass1.iters = 1

[sta]
fin_crit_sh = 0.9600
layout_setup_ws_ps = 67.96
fin_tns_setup_ps = 0
hold_violations = 0
drv_slew = 0
worst_pin_slew_ps = 253.5
fin_worst_skew_ps = 2.031
worst_hold_slack_ps = 514.6
rsz0062_at_grt = "false"
max_freq_ghz = 0.6127
setup_viol = 0
slew_headroom = 0.8305
min_period_ps = 1632

[job]
maxCapViolCount = 0
warnings = 25

[worst_hold_path]
hp-start = "state[1]"
hp-class = "flip-flop to flip-flop"
==> final timing paths <==
| check | end | depth (start not counted) | slack, ps |
|---|---|---|---|
| worst min register to register | state[1] | 2 | 510 |
| worst min-delay path | state[1] | 2 | 510 |
| worst max-delay path | count[1] | 2 | 70 |
| worst max register to register | state[2] | 2 | 940 |
==> area by class of cell <==
cell class,count,area (sq um),share of cell area
Timing Repair Buffer,5,52.55,0.1728
Multi-Input combinational cell,14,91.34,0.3004
Tap cell,46,57.56,0.1893
Clock buffer,3,22.52,0.07407
Sequential cell,4,80.08,0.2634
==> placed cells by master, fill, tap and decap left out, types with 2 or more instances in the layout <==
master and count:
clkdlybuf4s50_1 4, dfxtp_1 4, clkbuf_4 3, or2_2 2
a21o_1 2, mux2i_1 2, nor2_1 2, a211oi_1 2
==> worst max-delay path, cell delays in order (launching register included) <==
cell and delay (ps):
dfxtp_1 320, or2_2 300, clkdlybuf4s50_1 430
==> synth_stat cells (all sizes together) <==
master,instances,area [sq um]
a211oi,2,15.01
a21o,2,15.01
a21oi,1,5.000
and2b,1,7.510
clkbuf,1,5.000
dfxtp,4,80.08
mux2i,2,20.02
nand2,1,3.750
nor2,2,7.510
nor3,1,5.000
or2,2,12.51
==> cell families after synthesis <==
| family | after synthesis | synth area share |
|---|---|---|
| and+or+nand+nor | 7 | 0.2056 |
| AOI/OAI and AO/OA | 5 | 0.1985 |
| DFF | 4 | 0.4539 |
| muxes | 2 | 0.1135 |
| buffers and inverters | 1 | 0.02834 |
==> power by group through the flow <==
stage	Clock, W	Sequential, W	Combinational (W)
6_report	0.000121	0.000105	0.0000354
4_1_cts	0.000124	0.000105	0.0000368
5_1_grt	0.000140	0.000106	0.0000404
==> per-layer routing <==
metal	up-vias	wire length, um	global-route usage
met4	0	7	0.005282
li1	81	-	-
met5	-	0	0
met3	3	65	0.02045
met1	70	273	0.02530
met2	9	117	0.01445
==> per-stage QoR <==
stage | area (sq um) | power [W]
2_1_floorplan | 176.4 | 0.0001218
4_1_cts | 301.5 | 0.0002657
5_1_grt | 304.0 | 0.0002863
3_3_place_gp | 279.0 | 0.0001414
6_report | 304.0 | 0.0002614
3_5_place_dp | 279.0 | 0.0001431
No activity file was given, so power comes from the tool's default toggle rates.
